$ cat flow/design.v
`timescale 1ns / 1ps
module Traffic_Light_Controller(
    input clk,rst,
    output reg [2:0]light_L_R,
    output reg [2:0]light_D_R,
    output reg [2:0]light_L_D,
    output reg [2:0]light_R_L_D,
    output reg [3:0]count,
    output reg[2:0] ps
    );
    parameter  S1=0, S2=1, S3 =2, S4=3, S5=4,S6=5;
    parameter  sec7=7,sec5=6,sec2=2,sec3=3;
    always@(posedge clk or posedge rst)
        begin
        if(rst==1)
        begin
        ps<=S1;
        count<=0;
        end
        else
            case(ps)
                S1: if(count<sec7)
                        begin
                        ps<=S1;
                        count<=count+1;
                        end
                    else
                        begin
                        ps<=S2;
                        count<=0;
                        end
                S2: if(count<sec2)
                        begin
                        ps<=S2;
                        count<=count+1;
                        end
                    else
                        begin
                        ps<=S3;
                        count<=0;
                        end
                S3: if(count<sec5)
                        begin
                        ps<=S3;
                        count<=count+1;
                        end
                    else
                        begin
                        ps<=S4;
                        count<=0;
                        end
                S4:if(count<sec2)
                        begin
                        ps<=S4;
                        count<=count+1;
                        end
                    else
                        begin
                        ps<=S5;
                        count<=0;
                        end
                S5:if(count<sec3)
                        begin
                        ps<=S5;
                        count<=count+1;
                        end
                    else
                        begin
                        ps<=S6;
                        count<=0;
                        end
                S6:if(count<sec2)
                        begin
                        ps<=S6;
                        count<=count+1;
                        end
                    else
                        begin
                        ps<=S1;
                        count<=0;
                        end
                default: ps<=S1;
                endcase
            end   
            always@(ps)    
            begin
                case(ps)
                    S1:
                    begin
                       light_L_R<=3'b001;
                       light_R_L_D<=3'b001;
                       light_L_D<=3'b100;
                       light_D_R<=3'b100;
                    end
                    S2:
                    begin 
                       light_L_R<=3'b001;
                       light_R_L_D<=3'b010;
                       light_L_D<=3'b100;
                       light_D_R<=3'b100;
                    end
                    S3:
                    begin
                       light_L_R<=3'b001;
                       light_R_L_D<=3'b100;
                       light_L_D<=3'b001;
                       light_D_R<=3'b100;
                    end
                    S4:
                    begin
                       light_L_R<=3'b010;
                       light_R_L_D<=3'b100;
                       light_L_D<=3'b010;
                       light_D_R<=3'b100;
                    end
                    S5:
                    begin
                       light_L_R<=3'b100;
                       light_R_L_D<=3'b100;
                       light_L_D<=3'b100;
                       light_D_R<=3'b001;
                    end
                    S6:
                    begin 
                       light_L_R<=3'b100;
                       light_R_L_D<=3'b100;
                       light_L_D<=3'b100;
                       light_D_R<=3'b010;
                    end
                    default:
                    begin 
                       light_L_R<=3'b000;
                       light_R_L_D<=3'b000;
                       light_L_D<=3'b000;
                       light_D_R<=3'b000;
                    end
                    endcase
            end                
endmodule
$ cat flow/run.sh
#!/bin/bash
# OpenROAD 26Q1-2900-gdf79404cd8, Yosys 0.63+post, stock flow scripts
make -C /OpenROAD-flow-scripts/flow DESIGN_CONFIG=/design/flow/config.mk WORK_HOME=/design/flow/orfs finish
$ cat flow/config.mk
export PLATFORM = sky130hd
export DESIGN_NAME = Traffic_Light_Controller
export DESIGN_NICKNAME = Traffic_Light_Controller
export VERILOG_FILES = /design/flow/design.v
export SDC_FILE = /design/flow/constraint.sdc
export NUM_CORES = 4
export LEC_CHECK = 1
export CORE_AREA = 10 10 70 70
export DIE_AREA = 0 0 80 80
$ cat flow/constraint.sdc
current_design Traffic_Light_Controller

set clk_period 2.6
set clk_io_pct 0.2

create_clock -name clk0 -period $clk_period [get_ports {clk}]

set non_clock_inputs [all_inputs -no_clocks]
set_input_delay [expr $clk_period * $clk_io_pct] -clock clk0 $non_clock_inputs
set_output_delay [expr $clk_period * $clk_io_pct] -clock clk0 [all_outputs]
==> out/summary.txt <==
H-tree levels -> 1
CTS resizes -> 0
synth warn -> 1
yosys stat area -> 509.2 sq um
Buffers on Ports -> 20
final instance area -> 765.7 sq um
VDD IR max -> 0.1690 mV
FP Rows -> 21
Pwr Density -> 266.6 mW/mm^2
Yosys cell types -> 27
slowest cell on the critical path -> dfrtp_1
die width -> 80 um
CP Capture Type -> output pin
CTS tree -> done
Least-Margin Pin Slew -> 0.4482 ns
area growth from synthesis to layout -> 50.37%
Clock Sinks -> 7
OpenROAD warnings -> 25
CTS Buf Count -> 3
register area -> 175.2 sq um
Final Power -> 204.2 uW
initial antenna violation count -> 0
Clock Path Buffers -> 2
Crit path arrival time -> 1.70 ns
Seq/Total Area, Yosys -> 34.40%
crit path DRT -> 2.08 ns
slew margin rel. -> 70.12%
crit-path cells -> nor3_1 > clkdlybuf4s50_1
Initial DRC Count -> 28
layout cells sized above 1 -> 4.819%
worst-path fanout max -> 16
Sum Neg Setup Slack -> 0 ns
Max Cap Viol -> 0
cts hold-fix bufs -> 0
drt via density -> 4.078
unrepaired setup endpoints after global routing -> false
post-CTS setup buffer count -> 0
fin. max-slew vios -> 0
final setup vio count -> 0
core area -> 0.003416 sq mm
met2 Use GR -> 7.624%
share of the synthesized area in the top cell type -> 34.40%
fin crit period -> 2.218 ns
Pleak -> 0.3202 nW
Root Buffer -> clkbuf_4
biggest area cells -> dfrtp_1, nand2_1, nor2_1
startpoint types -> flop
hold_ws -> 0.5013 ns
HP Class -> input port to asynchronous set/reset pin
Synthesized registers -> 7
first-pass GRT wire length -> 2214 um
Worst-Skew Late Latency -> 0.24 ns
Cell Area, Synth -> 509.2 sq um
clk slew on worst S/H paths -> 0.05 ns
Overflow after GRT -> 0
height of the die -> 80 um
global routing usage on met3 -> 1.591%
status -> completed
worst slack at placement -> 0.6316 ns
Initial Util -> 14.91%
DP Area -> 739.5 sq um
GPL Wtd Cong -> 0.7945
cell taking the most area after synthesis -> dfrtp_1
# DRC -> 0
post-route ant nets -> 0
Avg Cell Area, Syn -> 7.834 sq um
vias in the first global route -> 470
max incr delay on CP -> 0.54 ns
Filler cells -> 370
gate count of the mapped netlist -> 65
critical path class -> flop to output pin
Post-DP HPWL -> 1186 um
DR pass1 iterations -> 4
Setup WS post-layout -> 0.3815 ns
# Cells Yosys -> 65
via count -> 526
overall routed net length -> 1489 um
drt wl/cell -> 11.54 um
Worst R2R Path Depth -> 4
Tcrit/Tclk final -> 85.33%
comb. cell area -> 291.5 sq um
global routing's busiest layer -> met2
Fmax -> 0.4508 GHz
Tot GR Track Use -> 4.191%
largest net degree at the start of global routing -> 17
final hold vios -> 0
GRT met1 Usage -> 4.591%
die area -> 0.006400 sq mm
Antenna diodes -> 0
I/O pin count -> 21
clock skew -> 0.004799 ns
[where the power goes]
group	internal (mW)	total [mW]	switching (mW)
clock network	0.0581	0.0914	0.0333
logic	0.00140	0.00350	0.00210
registers	0.109	0.109	0
total	0.169	0.204	0.0354
[critical path, delay by kind of cell, from the launching register on]
kind          cells  cell delay, ns
buf+inv           1            0.54
flops             1            0.54
simple gates      1            0.38
[registers in the layout (all words and copies together), names as in the netlist]
signal / flops
ps: 3
count: 4
[cell type report]
class	count	area share, %
clock buffer	4	3.431
inverter	4	1.961
timing repair buffer	20	26.14
tap	46	7.516
sequential	7	22.88
multi-input combinational	48	38.07
[layout by cell type (no fill, tap or decap), drive strengths merged, types with 2 or more instances in the layout]
master	Yosys	final
dfrtp	7	7
clkdlybuf4s50	0	20
nand2	9	9
clkbuf	2	4
nor3	3	3
nor2	7	7
o21ai	3	3
a21oi	3	3
and3	4	4
o31ai	2	2
nor2b	2	2
inv	4	4
[cell families after synthesis]
logic type / share of synthesized area (%)
mux: 2.948
compound gates: 19.16
flops: 34.40
xor+xnor: 1.720
simple gates: 28.99
buf+inv: 8.354
fa+ha+maj: 4.422
[Yosys cell counts]
cell type / instances
nand2_1: 9
dfrtp_1: 7
nor2_1: 7
and3_1: 4
buf_2: 4
inv_1: 4
a21oi_1: 3
nor3_1: 3
o21ai_0: 3
clkbuf_1: 2
nor2b_1: 2
o31ai_1: 2
a211oi_1: 1
a21o_1: 1
a221o_1: 1
a22o_1: 1
a32o_1: 1
and2_1: 1
ha_1: 1
maj3_1: 1
mux2_4: 1
nand4_1: 1
nor3b_1: 1
nor4_1: 1
nor4b_1: 1
o311ai_0: 1
xnor2_1: 1
[final timing paths]
kind	start	to	slack, ns
hold reg to reg	count[0]	count[0]	0.62
max in group asynchronous	rst	count[3]	1.89
setup reg to reg	count[1]	count[1]	0.96
setup / recovery	ps[0]	light_R_L_D[0]	0.38
min in group clk0	count[0]	count[0]	0.62
hold / removal	rst	ps[1]	0.50
[stage by stage]
step	util (%)	instances
CTS	22.42	129
global route	22.42	129
detailed placement	21.65	125
finish	22.42	129
global placement	21.65	125
floorplan	-	65
[per-layer routing]
metal  up-vias  routed length (um)  share of wire (%)
met5         -                   0                  0
met4         0                   0                  0
met3         0                  75                5.0
met2         9                 803                 54
met1       252                 610                 41
li1        265                   -                  -
Power and IR drop assume default switching activity.
